--- run.sh ---
#!/bin/bash
# OpenROAD 26Q1-2900-gdf79404cd8, Yosys 0.63+post, stock flow scripts
make -C /OpenROAD-flow-scripts/flow DESIGN_CONFIG=/design/flow/config.mk WORK_HOME=/design/flow/orfs finish
--- config.mk ---
export PLATFORM = sky130hd
export DESIGN_NAME = system_out_universal
export DESIGN_NICKNAME = system_out_universal
export VERILOG_FILES = /design/flow/design.v
export SDC_FILE = /design/flow/constraint.sdc
export NUM_CORES = 4
export LEC_CHECK = 1
export CORE_UTILIZATION = 30
--- constraint.sdc ---
current_design system_out_universal

set clk_period 2.1
set clk_io_pct 0.2

create_clock -name clk0 -period $clk_period [get_ports {clk}]

set non_clock_inputs [all_inputs -no_clocks]
set_input_delay [expr $clk_period * $clk_io_pct] -clock clk0 $non_clock_inputs
set_output_delay [expr $clk_period * $clk_io_pct] -clock clk0 [all_outputs]
--- design.v ---
module system_out_universal(
input finished1,
input finished2,
input finished3,
input [31:0] nonce_out_1,
input [31:0] nonce_out_2,
input [31:0] nonce_out_3,
output reg finished_universal,
output reg [31:0] nonce_out_universal,
input clk,
input reset
);
always @(posedge clk) begin
      if (reset == 0)begin
        finished_universal <= 1;
        nonce_out_universal <= 0;
      end
     else begin
       if (finished1==1 ) begin
        finished_universal <= finished1;
        nonce_out_universal <= nonce_out_1;
       end
       else if (finished2==1) begin
        finished_universal <= finished2;
        nonce_out_universal <= nonce_out_2;
       end
        else if ( finished3==1) begin
        finished_universal <= finished3;
        nonce_out_universal <= nonce_out_3;
       end
    else begin
          finished_universal <= 0;
          nonce_out_universal <=  0;
    end
end
end
endmodule 
==> deck_impl_summary.md <==
Synthesis and Place & Route Summary

Global route
  • GR Util All Layers: 17.0%
  • Number of global-route vias before repair: 1708
  • GRT overflow: 0
  • Initial antenna violation count: 0
  • Largest net degree at the start of global routing: 43
  • First-pass GRT wire length: 8350 um

Pwr
  • Leakage: 1.27 nW
  • Worst ir drop on vdd: 0.243 mV
  • P per Cell Area: 498 nW/um2

Floorplanning
  • Die area: 6460 um2
  • Core Util at FP: 31.1%
  • Die height: 80.4 um
  • Core area: 5920 um2
  • Die width: 80.4 um
  • Std cell rows: 28
  • Top Ports: 134

Outcome
  • Status: finished clean

Critical path
  • Buffer and inverter count on the worst path: 1
  • Crit. End Element: output pin
  • CP arrival: 1.08 ns
  • Crit-path leading delay family: buffers and inverters
  • Critical path class: reg -> out
  • Crit Path Max Fanout: 1
  • Crit path max-delay cell type: clkdlybuf4s50_1
  • CP startpoint kind: register
  • CP Cell Sequence: clkdlybuf4s50_1
  • Slowest stage delay, CP: 0.48 ns
  • Crit path required time: 1.68 ns

CTS
  • CTS tree: done
  • Post_cts resized: 0
  • CTS buffer count: 5
  • CTS max path bufs: 2
  • Post-CTS Hold Buffers: 0
  • CTS H-tree depth: 2
  • Clock transition at path regs: 0.07 ns
  • Root Driver: clkbuf_8
  • Post-CTS Setup Bufs: 0
  • Sink Count: 33

Final timing
  • # setup viols final: 0
  • Slew @ Worst Pin: 0.383 ns
  • Setup TNS: 0 ns
  • Max Fclk: 665 MHz
  • Final hold viol count: 0
  • Tcrit/Tclk final: 71.6%
  • Slew Limit Fails: 0
  • Fin crit period: 1.50 ns
  • RSZ-0062 raised after global routing: false
  • Slew HR: 74.4%

Layout
  • Logic area: 912 um2
  • Flop area: 661 um2
  • Most frequent logic cell in the layout: clkdlybuf4s50_1
  • # fillers: 528
  • Share of layout cells above drive strength 1: 18.0%
  • Synth-to-layout area growth: 78.7%
  • Commonest cells after routing, fill and taps aside: 131 x clkdlybuf4s50_1, 33 x dfxtp_1, 32 x inv_1, 32 x nand3b_1, 31 x a221oi_2
  • Fin cells: 386

Routing
  • Final ANT Viol Nets: 0
  • DR pass1 iterations: 4
  • Avg WL per Cell: 14.3 um
  • Routed vias: 1794
  • Drt drc: 0
  • DR iter-0 viols: 71
  • Vias per cell: 4.65
  • Final wirelength: 5510 um
  • Antenna cell count: 0

Logic synthesis
  • Cell count after synthesis: 184
  • YS chip area: 1840 um2
  • Yosys top cell by area: dfxtp_1
  • Mapped Area: 1840 um2
  • Post-synth top area share: 35.8%
  • Synthesized area per cell: 10.0 um2
  • Count of different cell masters after synthesis: 11
  • Register area share after synthesis: 35.8%
  • Post-synthesis register bit count: 33
  • Ys cells: 184
  • YS warnings: 1
  • Top area cell types: dfxtp_1 36%, a221oi_2 25%, nand3b_1 13%, inv_1 6.7%, a21oi_1 6.5%

Run
  • Max cap viols: 0
  • Log Warnings: 25

Hold path
  • WHS Path Cells: 2
  • Min-Delay Startpoint: finished1
  • Worst hold endpoint: nonce_out_universal[5]
  • Hold crit path type: in -> reg

Placement
  • Routability cong.: 0.783
  • HPWL Detailed: 3930 um
  • Placed Cells incl. Taps: 379
  • PortBufs: 133
## layer usage
layer | global-route usage, % | wire, um | vias up
li1 | - | - | 916
met3 | 4.73 | 527 | 5
met2 | 26.6 | 2420 | 84
met4 | 1.79 | 73 | 0
met1 | 24.5 | 2480 | 789
met5 | 0 | 0 | -
## logic make-up after synthesis
family	synth area share, %
compound gates	36.0
buf+inv	14.7
simple gates	13.4
flops	35.8
## cell usage after synthesis
| library cell | instances |
|---|---|
| a21oi_2 | 8 |
| nand3b_1 | 32 |
| a221oi_2 | 31 |
| buf_2 | 13 |
| inv_1 | 33 |
| buf_6 | 6 |
| a21oi_1 | 24 |
| a221oi_1 | 1 |
| dfxtp_1 | 33 |
| buf_4 | 2 |
| or4_1 | 1 |
## final cells by class
class / count / area share, %
timing repair buffer: 141 / 43.1
tap: 75 / 2.85
clock buffer: 7 / 2.62
inverter: 33 / 3.76
sequential: 33 / 20.0
multi-input combinational: 97 / 27.7
## flip-flops by register name (all words and copies together) (netlist names)
register	count
finished_universal	1
nonce_out_universal	32
## power breakdown
part | leakage, nW | internal (W) | total [W] | switching (W)
clock | 0.0443 | 0.000260 | 0.000486 | 0.000226
combinational | 0.946 | 0.000318 | 0.000474 | 0.000156
sequential | 0.275 | 0.000671 | 0.000681 | 0.0000107
## worst max-delay path by stage
stage         depth (start not counted)          startpoint            endpoint  slack [ns]
finish                                1  finished_universal  finished_universal        0.60
global route                          1  finished_universal  finished_universal        0.54
CTS                                   1  finished_universal  finished_universal        0.59
## through the flow
| stage | hold WS, ns | power [W] | util, % | instance area [um2] | worst slack, ns |
|---|---|---|---|---|---|
| floorplan | 0.567 | 0.000871 | - | 1840 | 0.934 |
| global placement | 0.803 | 0.00117 | 54.2 | 3210 | 0.409 |
| detailed placement | 0.809 | 0.00117 | 54.2 | 3210 | 0.411 |
| CTS | 0.508 | 0.00167 | 55.7 | 3300 | 0.589 |
| global route | 0.530 | 0.00173 | 55.7 | 3300 | 0.538 |
| finish | 0.514 | 0.00164 | 55.7 | 3300 | 0.597 |
Power is estimated from default activity; no workload was simulated.
