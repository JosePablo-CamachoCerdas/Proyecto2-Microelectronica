==> ./design.v <==
module system_out_2(
    output reg finished,
    output reg [31:0] nonce_out,
    output reg valid_sal,
    input clk, 
    input reset,
    input valid,
    input [31:0] nonce
    );
always @(posedge clk) begin
	if (reset == 0)begin
        finished <= 1;
        nonce_out <= 0;
    end
  	else begin
          if(valid == 1) begin
              nonce_out <= nonce;
              finished <= 1;
              valid_sal <= 1;
          end
          else begin
              nonce_out <= 0;
              finished <= 0;
                valid_sal <= 0;
          end
    end     
end
endmodule
==> ./run.sh <==
#!/bin/bash
# OpenROAD 26Q1-2900-gdf79404cd8, Yosys 0.63+post, stock flow scripts
make -C /OpenROAD-flow-scripts/flow DESIGN_CONFIG=/design/flow/config.mk WORK_HOME=/design/flow/orfs finish
==> ./config.mk <==
export PLATFORM = sky130hd
export DESIGN_NAME = system_out_2
export DESIGN_NICKNAME = system_out_2
export VERILOG_FILES = /design/flow/design.v
export SDC_FILE = /design/flow/constraint.sdc
export NUM_CORES = 4
export LEC_CHECK = 1
export CORE_AREA = 10 10 105 105
export DIE_AREA = 0 0 115 115
==> ./constraint.sdc <==
current_design system_out_2

set clk_period 1.0
set clk_io_pct 0.2

create_clock -name clk0 -period $clk_period [get_ports {clk}]

set non_clock_inputs [all_inputs -no_clocks]
set_input_delay [expr $clk_period * $clk_io_pct] -clock clk0 $non_clock_inputs
set_output_delay [expr $clk_period * $clk_io_pct] -clock clk0 [all_outputs]
==> results.ini <==
[run_status]
status=completed

[clocking]
ctsLongestPathBuffers=2
tritoncts_clock_tree=built
cts_buffers=5
holdBufCountCts=0
clock-root-buffer=sky130_fd_sc_hd__clkbuf_8
cts_htree_levels=2
clock-sinks=34
clkSlewWorstSetupHoldPaths_ns=0.06

[sta]
hold_fails_final_rpt=0
rsz0062_at_grt=false
final_critical_path_share_of_the_clock_period_pct=96.10
finalSetupTns_ns=0
setup-violations-final=0
timing.max_slew.rel_slack_pct=84.39
timing.final.max_slew_violations=0
finalCriticalPeriod_ns=0.9610
fmax_mhz=1041
tightestPinTransition_ns=0.2337

[detailed_routing]
detail_route.drc_violations=0
ant_nets=0
dr_total_vias=796
routed_wire_length_per_instance_um=11.96
dr.pass1.iters=2
route.detailed.vias_per_inst=3.109
drt_wl_total_mm=3.062
number_of_drc_markers_after_the_initial_detailed_route_iteration=29
insertedDiodeCount=0

[cells_and_area]
layout.cells.non_filler=256
layout.cell_area.non_filler_um2=1837
utilization_after_layout_pct=20.96
area_growth_pct=89.66
drive_gt1_share_pct=47.30
num-fill-cells=952

[setup_path]
cpLargestDelayFamily=flip-flops
critical_path.max_fanout=1
cpPeakStageDelay_ns=0.31
crit_slowest_cell=sky130_fd_sc_hd__dfxtp_1
cp_cell_sequence=clkdlybuf4s15_1
crit_type=reg -> out
worst-endpoint-arrival_ns=0.76
worst_setup_path_end_kind=primary output
path_buffers=1
start_kind=flip-flop
timing.critical_path.required_ns=0.80

[placement]
gp_congestion=0.6803
buffer_ports.inserted=68
placedCellCount=249
placed_cell_area_um2=1812
dp_hpwl_mm=2.531

[floorplanning]
core.rowCount=34
chip_area_um2=13230
floorplan.core_area_um2=8763
die_w_um=115
io_pins=69
floorplan.die.height_um=115
fp-utilization_pct=11.05

[power_and_ir_drop]
cellLeakagePower_nw=0.8236
peakVddDrop_uv=388.9
p_per_area_nw_per_um2=1453

[job]
count_of_warning_messages_emitted_by_the_tools=25
drv_cap=0

[logic_synthesis]
mappedNetlistArea_um2=968.4
seq_area_frac_synth_pct=71.32
yosys-stat-area_um2=968.4
synth_warnings=1
synth_area_per_cell_um2=13.27
postSynthCellCount=73
yosysCellCount=73
numSynthFlops=34
post_synth_num_cell_types=6

[global_routing]
grt_max_degree=22
grt.total_usage_pct=4.415
remaining_global_route_overflow=0
grt_pass1_wl_mm=4.678
antenna_found_initial=0
grt_pass1_vias=838

[min_path]
worst_hold_path.endpoint=valid_sal$_DFFE_PP_
min_path_cells=1
hold_path_startpoint=reset
timing.hold.worst.class=in -> reg

[placed cells by master (no fill, tap or decap)]
cell / count
sky130_fd_sc_hd__clkdlybuf4s50_1: 33
sky130_fd_sc_hd__and3_2: 32
sky130_fd_sc_hd__dfxtp_1: 20
sky130_fd_sc_hd__clkdlybuf4s15_1: 20
sky130_fd_sc_hd__dfxtp_2: 13
sky130_fd_sc_hd__clkbuf_2: 13
sky130_fd_sc_hd__clkbuf_8: 5
sky130_fd_sc_hd__buf_4: 5
sky130_fd_sc_hd__clkbuf_1: 2
sky130_fd_sc_hd__or2b_1: 1
sky130_fd_sc_hd__dlymetal6s2s_1: 1
sky130_fd_sc_hd__buf_2: 1
sky130_fd_sc_hd__buf_12: 1
sky130_fd_sc_hd__edfxtp_1: 1
[per-layer routing]
layer  track usage (%)  vias up  part of all wire, %
met4            0.9901        0                  2.8
met2             6.982       41                   45
met5                 0        -                    0
met3             2.215        5                   13
met1             5.287      356                   39
li1                  -      394                    -
[per-stage QoR]
step / setup slack (ns) / power [mW] / hold slack [ns]
2_1_floorplan: 0.3775 / 1.512 / 0.2964
3_3_place_gp: -0.2356 / 1.794 / 0.8357
3_5_place_dp: -0.2781 / 1.796 / 0.8408
4_1_cts: 0.001708 / 2.758 / 0.5330
5_1_grt: 0.00002248 / 2.820 / 0.3178
6_report: 0.03904 / 2.669 / 0.3009
[sequential cells by signal, summed over array words and instances, names as in the netlist]
signal     flops
finished       1
valid_sal      1
nonce_out     32
[how the worst max path moves through the flow]
stage,from,end,slack [ns],cells after the start
4_1_cts,nonce_out[31]$_SDFF_PN0_,nonce_out[31],0.002,1
5_1_grt,nonce_out[18]$_SDFF_PN0_,nonce_out[18],0.00002,1
6_report,nonce_out[16]$_SDFF_PN0_,nonce_out[16],0.04,1
[cells in the mapped netlist]
| master | number | area (um2) |
|---|---|---|
| sky130_fd_sc_hd__and3_2 | 32 | 240.2 |
| sky130_fd_sc_hd__buf_2 | 3 | 15.01 |
| sky130_fd_sc_hd__dfxtp_1 | 33 | 660.6 |
| sky130_fd_sc_hd__edfxtp_1 | 1 | 30.03 |
| sky130_fd_sc_hd__clkbuf_2 | 3 | 15.01 |
| sky130_fd_sc_hd__or2b_1 | 1 | 7.510 |
[power breakdown]
group	internal [mW]	total (mW)	switching, mW
Sequential	1.42	1.43	0.0130
Combinational	0.220	0.289	0.0684
Clock	0.479	0.946	0.467
[cell type report]
type | count | area [um2] | area share, %
Tap cell | 108 | 135.1 | 7.357
Clock buffer | 7 | 76.32 | 4.155
Multi-Input combinational cell | 33 | 247.7 | 13.49
Timing Repair Buffer | 74 | 670.6 | 36.51
Sequential cell | 34 | 706.9 | 38.49
[logic make-up after synthesis]
| group | Yosys count | synth area share (%) |
|---|---|---|
| flip-flops | 34 | 71.32 |
| AND/OR/NAND/NOR | 33 | 25.58 |
| buffers and inverters | 6 | 3.100 |
[repair_timing]
action | 4_1_cts | 5_1_grt
buffers inserted | 0 | 0
gates resized | 71 | 25
setup endpoints to repair | 34 | 39
No activity file was given, so power comes from the tool's default toggle rates.
