--- flow/design.v ---
module system_out_3(
    output reg finished,
    output reg [31:0] nonce_out,
    output reg valid_sal,
    input clk, 
    input reset,
    input valid,
    input [31:0] nonce
    );
always @(posedge clk) begin
	if (reset == 0)begin
        finished <= 1;
        nonce_out <= 0;
    end
  	else begin
          if(valid == 1) begin
              nonce_out <= nonce;
              finished <= 1;
              valid_sal <= 1;
          end
          else begin
              nonce_out <= 0;
              finished <= 0;
                valid_sal <= 0;
          end
    end     
end
endmodule
--- flow/run.sh ---
#!/bin/bash
# OpenROAD 26Q1-2900-gdf79404cd8, Yosys 0.63+post, stock flow scripts
make -C /OpenROAD-flow-scripts/flow DESIGN_CONFIG=/design/flow/config.mk WORK_HOME=/design/flow/orfs finish
--- flow/config.mk ---
export PLATFORM = sky130hd
export DESIGN_NAME = system_out_3
export DESIGN_NICKNAME = system_out_3
export VERILOG_FILES = /design/flow/design.v
export SDC_FILE = /design/flow/constraint.sdc
export NUM_CORES = 4
export LEC_CHECK = 1
export CORE_AREA = 10 10 105 105
export DIE_AREA = 0 0 115 115
--- flow/constraint.sdc ---
current_design system_out_3

set clk_period 1.0
set clk_io_pct 0.2

create_clock -name clk0 -period $clk_period [get_ports {clk}]

set non_clock_inputs [all_inputs -no_clocks]
set_input_delay [expr $clk_period * $clk_io_pct] -clock clk0 $non_clock_inputs
set_output_delay [expr $clk_period * $clk_io_pct] -clock clk0 [all_outputs]
==> Changelog: implementation <==
### Metrics

- Worst hold path startpoint: reset
- Fmax: 1040 MHz
- CP startpoint: nonce_out[16]
- Top cells by area: dfxtp_1 68%, and3_2 25%, edfxtp_1 3.1%, buf_2 1.6%, clkbuf_2 1.6%
- Core area: 8760 um2
- Clk buf depth: 2
- Status: completed
- Post-synthesis mux area share: 0
- DR vias/cell: 3.11
- Top cells by instance count after synthesis: 33 x dfxtp_1, 32 x and3_2, 3 x buf_2, 3 x clkbuf_2
- Crit path time final: 961 ps
- Diode count: 0
- Worst Path Buf+Inv: 1
- Clk sinks: 34
- Die area: 13200 um2
- Logic area: 248 um2
- Routed WL: 3060 um
- Met3 GRT Util: 0.0222
- Busiest grt layer: met2
- Post-Synthesis Cell Area: 968 um2
- DIE HEIGHT: 115 um
- DRC Markers: 0
- Layout fillers: 952
- CTS tree: built
- Number of flops mapped to enable cells by yosys: 1
- CP Data Required Time: 800 ps
- Startpoint types: flip-flop
- Buffers on Ports: 68
- Yosys Chip Area: 968 um2
- Synth Area in Adders: 0
- Xor+xnor area frac: 0
- Hold Buf Count CTS: 0
- Fin. Hold Viols: 0
- First-pass GRT wire length: 4680 um
- Main logic family after synthesis: simple AND/OR/NAND/NOR gates
- Largest net degree at the start of global routing: 22
- FF+latch count, synth: 34
- Area Growth Syn to Fin: 89.7%
- Distinct lib cells used: 6
- Total CTS buffers: 5
- # setup viols final: 0
- Register Area: 707 um2
- Top cell area share: 0.682
- Seq share, synth: 0.713
- Critical Path AT: 760 ps
- Root Driver: clkbuf_8
- CTS H-Tree Depth: 2
- Async S/R FF share, synth: 0
- RSZ-0062 raised after global routing: false
- PwrDens: 1450 nW/um2
- Placed insts: 249
- Horiz. Die Dim: 115 um
- CP peak stage delay: 310 ps
- Leak Pwr: 0.824 nW
- Critical-path cell list: clkdlybuf4s15_1
- Area post-placement: 1810 um2
- Ports: 69
- DRT iter0 DRCs: 29
- Non-Filler Instances: 256
- Mapped Cells: 73
- Worst-path fanout max: 1
- Relative slew slack: 0.844
- Yosys warning total: 1
- Most common cell in the synthesized netlist: dfxtp_1
- Post-DP HPWL: 2530 um
- Max-cap viol count: 0
- CP delay by family, top: flip-flops
- Hold WC Path Type: in -> reg
- Init Core Util: 0.111
- # rows: 34
- Actual slew at the worst max-slew pin: 234 ps
- Total track usage: 0.0441
- Synth Area per Inst: 13.3 um2
- Share of layout cells above drive strength 1: 0.473
- Post-CTS Setup Bufs: 0
- CP max stage cell: dfxtp_1
- Final Slew Violations: 0
- OpenROAD warnings: 25
- Clock transition at path regs: 60 ps
- Vias in the first global route: 838
- Ys flop type: dfxtp_1
- Simple share: 0.256
- CP Class: reg -> out
- IR Drop Worst-Case VDD: 0.389 mV
- Area leader, netlist: dfxtp_1
- Initial antenna violation count: 0
- Via count: 796
- # Cells Yosys: 73
- Final Instance Area: 1840 um2
- Crit share post-route: 0.961
- GR Layer Usage met1: 0.0529
- Gpl congestion: 0.680
- Complex Gates by Area: 0
- Cts repair resizes: 71
- Initial DRT Pass Iterations: 2
- GR Layer Usage met2: 0.0698
- Total gr overflow: 0
- Routed Antenna Nets: 0
- Critical Path Sink Type: primary output
- Routed len/inst: 12.0 um
metal layers:
layer,part of all wire,up-vias
li1,-,394
met1,0.39,356
met2,0.45,41
met3,0.13,5
met4,0.028,0
met5,0,-
stage by stage:
step | setup TNS [ps] | util | worst slack, ps | hold WS [ps] | total power (W)
floorplan | 0 | - | 377 | 296 | 0.00151
global placement | -7310 | 0.207 | -236 | 836 | 0.00179
detailed placement | -8460 | 0.207 | -278 | 841 | 0.00180
CTS | 0 | 0.215 | 1.71 | 533 | 0.00276
global route | 0 | 0.210 | 0.0225 | 318 | 0.00282
finish | 0 | 0.210 | 39.0 | 301 | 0.00267
final cells by class:
class | count | share of cell area
sequential | 34 | 0.385
clock buffer | 7 | 0.0416
multi-input combinational | 33 | 0.135
timing repair buffer | 74 | 0.365
tap | 108 | 0.0736
power by group:
group / internal, W / switching, W
sequential: 0.00142 / 0.0000130
clock: 0.000479 / 0.000467
combinational: 0.000220 / 0.0000684
total: 0.00212 / 0.000548
cell families after synthesis:
group,after synthesis
DFF,34
and+or+nand+nor,33
buffers and inverters,6
registers in the layout, summed over array words and instances (netlist names):
name / flops
finished: 1
nonce_out: 32
valid_sal: 1
worst paths after layout:
kind | slack (ps) | to | cells after the start
max | 40 | nonce_out[16] | 1
min | 300 | valid_sal | 1
cells in the final DEF, fill, tap and decap left out, drive strengths merged:
master,count
edfxtp,1
buf,7
dlymetal6s2s,1
clkdlybuf4s50,33
clkbuf,20
clkdlybuf4s15,20
or2b,1
and3,32
dfxtp,33
Power figures rest on the tool's default switching activity, not on a simulated workload.
